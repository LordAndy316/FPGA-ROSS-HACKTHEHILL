==> flow/design.v <==
module video_uut (
    input  wire         clk_i           , 
    input  wire         cen_i           , 
    input  wire		   vid_sel_i       , 
	input  wire [29:0]  probes_i,
	input  wire [7:0]   square_length_1_i ,
	input  wire [7:0]   square_length_2_i ,
	input  wire [1:0] speed_mult_1_i,
	input  wire [1:0] speed_mult_2_i,
    input  wire [19:0]  vdat_bars_i     , 
    input  wire [19:0]  vdat_colour_i   , 
    input  wire [3:0]   fvht_i          , 
    output wire [3:0]   fvht_o          , 
    output wire [19:0]  video_o           
); 
parameter line_count = 1124;
parameter column_count = 1919;
parameter default_sq_len = 50;
parameter default_speed_mult = 1;
parameter color_yellow = 10'h3FC << 20 + 10'h0B0 << 10 + 10'h21F;
parameter luma_sq_2_p = 10'h216;
parameter chroma_b_2_p = 10'h0fd;
parameter chroma_r_2_p = 10'h0cf;
reg [7:0] square_length_1;
reg [7:0] square_length_2;
reg [1:0] speed_mult_1;
reg [1:0] speed_mult_2;
reg [1:0] speed_mult_3;
reg [19:0]  vid_d1;
reg [19:0]  vdat_bars_d1;
reg [19:0]  vdat_bars_d2;
reg [3:0]   fvht_d1;
reg [3:0]   fvht_d2;
reg [3:0]   fvht_d3;
reg [11:0] column_counter;
reg [11:0] line_counter; 
reg [9:0] luma_1;
reg [9:0] chroma_b_1;
reg [9:0] chroma_r_1;
reg [9:0] luma_2;
reg [9:0] chroma_b_2;
reg [9:0] chroma_r_2;
reg [11:0] pos_x_1;
reg [11:0] pos_y_1;
reg [11:0] pos_x_2;
reg [11:0] pos_y_2;
reg [3:0] direction;  
wire h_in, h_d, h_neg;
wire v_in, v_d, new_frame;
wire [29:0] color_sq_1;
wire [29:0] color_sq_2;
wire ballmode;
wire bounce; 
wire[3:0] difference;
assign color_sq_1 = color_yellow;
assign h_in = fvht_i[1];
assign h_d = fvht_d1[1];
assign v_in = fvht_i[2];
assign v_d = fvht_d1[2];
assign h_neg = ~h_in & h_d;
assign h_pos = h_in & ~h_d;
assign new_frame = v_in & ~v_d;
always @(posedge clk_i) begin : probes_and_delay
	 if(cen_i) begin
		square_length_1 <= (~|square_length_1_i) ? default_sq_len : square_length_1_i;
		square_length_2 <= (~|square_length_2_i) ? default_sq_len : square_length_2_i;
		speed_mult_1 <= (~|speed_mult_1_i) ? default_speed_mult : speed_mult_1_i;
		speed_mult_2 <= (~|speed_mult_2_i) ? default_speed_mult : speed_mult_2_i;
		speed_mult_3 <= speed_mult_2;		
		fvht_d1 <= fvht_i;  
		vdat_bars_d1 <= vdat_bars_i;  
		vdat_bars_d2 <= vdat_bars_d1;
		luma_1 <= probes_i[29:20]; 
		chroma_b_1 <= probes_i[19:10];
		chroma_r_2 <= probes_i[9:0];
	    luma_2 <= luma_sq_2_p;
	    chroma_b_2 <= chroma_b_2_p;
	    chroma_r_2 <= chroma_r_2_p;
		fvht_d2 <= fvht_d1;  
		fvht_d3 <= fvht_d2;
	 end
 end
always @(posedge clk_i) begin : counter_logic
    if(cen_i) begin
		 if(h_pos) begin  
			if(new_frame) begin  
				line_counter <= 0;  
			end else begin
				line_counter <= line_counter + 1;  
			end
		 end
		 if(h_neg) begin  
			column_counter <= 0;  
		 end else begin
			column_counter <= column_counter + 1;  
		 end
	end
end
always @(posedge clk_i) begin : move_squares
	if(cen_i) begin
		 if(new_frame) begin	
			if (pos_x_1 > column_count+100 || pos_x_1 < 6) begin
				pos_x_1 <= 6;
				direction[0] <= 0;
			end else if ((pos_x_1 + square_length_1) > column_count) begin
				pos_x_1	<= column_count - square_length_1 - 1;  
				direction[0] <= 1;
			end else begin
				if(direction[0]) begin
					pos_x_1 <= (pos_x_1 - 2*speed_mult_1*speed_mult_3);
				end else begin
					pos_x_1 <= (pos_x_1 + 2*speed_mult_1*speed_mult_3);
				end 
			end
			if ((pos_y_1 +square_length_1) >= line_count) begin
				pos_y_1 <= line_count - square_length_1 - 5;  
				direction[1] <= 1;
			end else if (pos_y_1 <= 45) begin
				pos_y_1 <= 50;
				direction[1] <= 0;
			end else begin 
				if(direction[1]) begin
					pos_y_1 <= (pos_y_1 - 2*speed_mult_1*speed_mult_3);
				end else begin
					pos_y_1 <= (pos_y_1 + 2*speed_mult_1*speed_mult_3);
				end
			end
			if (pos_x_2 > column_count+100 || pos_x_2 < 6) begin
				pos_x_2 <= 6;
				direction[2] <= 0;
			end else if ((pos_x_2 + square_length_2) >= column_count) begin
				pos_x_2	<= column_count - square_length_2 - 4;  
				direction[2] <= 1;
			end else begin
				if(direction[2]) begin
					pos_x_2 <= (pos_x_2 - 2*speed_mult_2*speed_mult_3);
				end else begin
					pos_x_2 <= (pos_x_2 + 2*speed_mult_2*speed_mult_3);
				end 
			end
			if ((pos_y_2 +square_length_2) >= line_count) begin
				pos_y_2 <= line_count - square_length_2 - 1;  
				direction[3] <= 1;
			end else if (pos_y_2 <= 45) begin
				pos_y_2 <= 50;
				direction[3] <= 0;
			end else begin 
				if(direction[3]) begin
					pos_y_2 <= (pos_y_2 - 2*speed_mult_2*speed_mult_3);
				end else begin
					pos_y_2 <= (pos_y_2 + 2*speed_mult_2*speed_mult_3);
				end
			end
		end
  	end
end
wire [19:0] square_1_o;
wire [19:0] square_2_o;
wire [19:0] out_color;
always @(posedge clk_i) begin : draw_squares
	if(cen_i) begin
			 if( (pos_x_1 < column_counter && column_counter < pos_x_1+square_length_1) &&
					 (pos_y_1 < line_counter && line_counter < pos_y_1+square_length_1 )) begin  
				 if(column_counter % 2 == 0) begin
						square_1_o <= {luma_1, chroma_b_1};  
					 end else begin
						square_1_o <= {luma_1, chroma_r_1};  
				  end
			  end else begin
			  			 square_1_o <= 0;       
			  end
			 if( (pos_x_2 < column_counter && column_counter < pos_x_2+square_length_2) &&
					 (pos_y_2 < line_counter && line_counter < pos_y_2+square_length_2 )) begin  
				 if(column_counter % 2 == 0) begin
						square_2_o <= {luma_2, chroma_b_2};
					 end else begin
						square_2_o <= {luma_2, chroma_r_2};   
				  end
			 end else begin
					square_2_o <= 0;   
			 end
			 if(vid_sel_i) begin
				if(!square_1_o && !square_2_o) begin
					out_color <= vdat_bars_d1;
				end else if(!square_1_o) begin
					out_color <= { (vdat_bars_d1[19:10]+square_2_o[19:10]), (vdat_bars_d1[9:0]+square_2_o[9:0]) >>> 1};
				end else if (!square_2_o) begin
					out_color <= { (square_1_o[19:10]+vdat_bars_d1[19:10]), (square_1_o[9:0]+vdat_bars_d1[9:0]) >>> 1};
				end else begin
					out_color <= { (square_1_o[19:10]+square_2_o[19:10]), (square_1_o[9:0]+square_2_o[9:0]) >>> 1};
				end
			 end else begin
				if(!square_1_o && !square_2_o) begin
					out_color <= {10'h050,10'h200};
				end else if(!square_1_o) begin
					out_color <= square_2_o;
				end else if (!square_2_o) begin
					out_color <= square_1_o;
				end else begin
					out_color <= { (square_1_o[19:10]+square_2_o[19:10]), (square_1_o[9:0]+square_2_o[9:0]) >>> 1};
				end
			end
			 vid_d1 <= out_color;
	 end
end
assign fvht_o  = fvht_d3;
assign video_o = vid_d1;
endmodule
==> flow/run.sh <==
#!/bin/bash
# OpenROAD 26Q1-2900-gdf79404cd8, Yosys 0.63+post, stock flow scripts
make -C /OpenROAD-flow-scripts/flow DESIGN_CONFIG=/design/flow/config.mk WORK_HOME=/design/flow/orfs finish
==> flow/config.mk <==
export PLATFORM = sky130hd
export DESIGN_NAME = video_uut
export DESIGN_NICKNAME = video_uut
export VERILOG_FILES = /design/flow/design.v
export SDC_FILE = /design/flow/constraint.sdc
export NUM_CORES = 4
export LEC_CHECK = 1
export CORE_UTILIZATION = 40
==> flow/constraint.sdc <==
current_design video_uut

set clk_period 7.9
set clk_io_pct 0.2

create_clock -name clk0 -period $clk_period [get_ports {clk_i}]

set non_clock_inputs [all_inputs -no_clocks]
set_input_delay [expr $clk_period * $clk_io_pct] -clock clk0 $non_clock_inputs
set_output_delay [expr $clk_period * $clk_io_pct] -clock clk0 [all_outputs]
==> COMMIT_EDITMSG <==
Refresh implementation metrics

- Die area: 43200 um^2
- Per the hold report, the tightest min-delay path originates at out_color[0].
- The run finished with clean final reports.
* Post-CTS resize count: 0
* Dominant flop cell: sky130_fd_sc_hd__edfxtp_1
- At the end of routability-driven placement, the weighted congestion stood at 0.902.
- TritonCTS created 27 clock buffers.
- Library cell with the highest instance count after synthesis: sky130_fd_sc_hd__edfxtp_1
- Ratio of cells with drive above 1 in the final layout: 0.0509
- The Yosys step of the flow raised 26 warnings.
* GRT Residual Overflow: 0
- Clock skew: 13.4 ps
- Insertion delay of the later-clocked pin in the worst-skew pair: 570 ps
- Filler Cells Inserted: 3840
* Hold Violations, Final: 0
* Synth Area per Inst: 9.69 um^2
- FFs w/ async S/R, synth: 0
- For hold timing, the worst endpoint is vid_d1[0].
* Leading cell types by total area after synthesis: sky130_fd_sc_hd__edfxtp_1 38%, sky130_fd_sc_hd__ha_1 15%, sky130_fd_sc_hd__xnor2_1 4.2%
* Die span in x: 208 um
* Number of setup buffers added after CTS: 0
- The placement stage leaves a total instance area of 18400 um^2.
- DIE HEIGHT: 208 um
* Clock tree from TritonCTS: built
- Count of vias placed by the detailed router: 13193
- In the setup report, the worst path falls into the class reg -> reg.
* Pin count of the biggest net entering global routing: 117
* Critical Path Sink Type: flip-flop
* Rel. slew slack: 0.457
* Number of cells on the worst hold path: 0
- Max-cap viol count: 0
- The layout stage reports a final design area of 19300 um^2.
- The initial antenna violation count came to 0.
- Clock Pin Slew Worst Setup and Hold Paths: 60 ps
- Number of detailed-route iterations in the first pass: 5
- Vias in the first global route: 12503
* Post-Synthesis Cells: 1751
- Cell area after technology mapping: 17000 um^2
* Standard-cell row count: 75
- Total DRC errors in the routed layout: 0
* Data required time of the worst path: 8280 ps
- In the synthesized netlist, the cells that appear most often are 213 x sky130_fd_sc_hd__edfxtp_1, 208 x sky130_fd_sc_hd__ha_1, 119 x sky130_fd_sc_hd__nand2_1.
- HPWL reported at the end of detailed placement: 30.0 mm
- The report puts the hold buffer count at CTS at 0.
- The timing report shows that the slowest cell on the worst path is sky130_fd_sc_hd__o2111ai_2.
- Maximum single-stage delay on the critical path: 550 ps
- STA reports a reg2reg setup slack of 3180 ps.
- The violation tally recorded at the end of detailed-routing iteration 0 is 663.
- Largest type area fraction: 0.377
* Critical path launch point type: flip-flop
- At the floorplan stage, the core utilization is reported as 0.405.
- The region available for standard cell placement spans 41900 um^2.
* Worst min-delay path category: reg -> reg
- The number of antenna diodes in the final layout is 0.
- Top achievable clock speed: 0.212 GHz
- During placement, the flow inserted port buffers numbering 90.
* Sink count of the clock tree: 213
- Per the synthesis report, the dominant area consumer among library cells is sky130_fd_sc_hd__edfxtp_1.
* Growth of design area from synthesis to finish: 14.0%
- The capture point of the worst register-to-register path is recorded as square_1_o[17].
* Depth of the worst register-to-register path: 14
- Sequential element share of the synthesized area: 0.377
* RSZ-0062 raised after global routing: no
* Pwr per Cell Area: 191 nW/um^2
- Cell count listed in synth_stat.txt: 1751
* Number of ports placed on the die boundary: 121
- The count of nets left with antenna violations once routing finished came out at 0.
* Pins Over Slew Limit: 0
* Series of cell instances along the critical path: ha_1, a21o_1, a21oi_1, o21ai_1, a21oi_1, nor2b_1, o21ai_0, xor2_1, ha_1, a2111oi_0, a31oi_1, o22ai_1, o2111ai_2, nor3_1
- The leakage component of the power was reported as 7.70 nW.
- The longest clock path from root to sink contains 3 buffers.
* Final TNS setup: 0 ps
- Total Routing Usage GR: 0.196
- Critical path buffer and inverter count: 0
- Avg Vias per Cell: 5.53
- CTS placed an instance of sky130_fd_sc_hd__clkbuf_16 at the clock tree root.
- The routed design shows a wire length per standard cell of 16.9 um.
* Number of enable flip-flop cells: 213
- Post-synthesis chip area from yosys: 17000 um^2
- Tcrit/Tclk final: 0.597
- First-pass GRT wire length: 65.4 mm
* Tool warnings: 60
- Worst r2r src: square_length_1[1]
- Top cell family by delay on the critical path: AND-OR/OR-AND gates
* Register bit count reported by yosys: 213
* H-tree levels: 1
- The OpenROAD report gives the critical path a data arrival time of 5100 ps.
- At the pin with the least slew margin, the transition time is 815 ps.
- For this block, the routed nets add up to 40.3 mm of wire.
- After synthesis, the netlist uses 75 different library cells.
- After layout, the minimum clock period comes to 4720 ps.
* Number of failing setup endpoints in the final timing report: 0
* Maximum resistive drop on vdd: 0.183 mV
- Crit Path Max Fanout: 19
## worst reg2reg max path, stage by stage, from the launching register on
cell                        delay (ps)
sky130_fd_sc_hd__edfxtp_1          510
sky130_fd_sc_hd__ha_1              340
sky130_fd_sc_hd__a21o_1            170
sky130_fd_sc_hd__a21oi_1           240
sky130_fd_sc_hd__o21ai_1           130
sky130_fd_sc_hd__a21oi_1           260
sky130_fd_sc_hd__nor2b_1            70
sky130_fd_sc_hd__o21ai_0           190
sky130_fd_sc_hd__xor2_1            190
sky130_fd_sc_hd__ha_1              260
sky130_fd_sc_hd__a2111oi_0         440
sky130_fd_sc_hd__a31oi_1           320
sky130_fd_sc_hd__o22ai_1           490
sky130_fd_sc_hd__o2111ai_2         550
sky130_fd_sc_hd__nor3_1            370
## cell families (layout without fill, tap and decap cells)
family / after synthesis / count (layout) / share of synthesized area
AND-OR/OR-AND: 450 / 450 / 0.174
XOR/XNOR: 123 / 123 / 0.0635
adder cells (fa/ha/maj): 223 / 223 / 0.171
buffers and inverters: 175 / 272 / 0.0393
flip-flops: 213 / 213 / 0.377
multiplexers: 25 / 25 / 0.0152
AND/OR/NAND/NOR: 542 / 542 / 0.160
## power breakdown
part / switching (W) / internal, W / total [W]
registers: 0.0000951 / 0.00136 / 0.00145
clock network: 0.000504 / 0.000732 / 0.00124
logic: 0.000543 / 0.000464 / 0.00101
## how the worst max path moves through the flow
stage / start / to / slack [ps] / cells after the start
finish: square_length_1[1] / square_1_o[17] / 3180 / 14
global route: square_length_1[1] / square_1_o[19] / 2750 / 14
CTS: square_length_1[1] / square_1_o[17] / 3180 / 14
## stage by stage
step | cells | util | total power (W) | worst slack [ps] | hold WS (ps)
2_1_floorplan | 1751 | - | 0.00220 | 4220 | 400
3_3_place_gp | 2337 | 0.440 | 0.00246 | 3260 | 402
3_5_place_dp | 2337 | 0.440 | 0.00248 | 3190 | 405
4_1_cts | 2387 | 0.462 | 0.00374 | 3180 | 418
5_1_grt | 2387 | 0.462 | 0.00393 | 2750 | 421
6_report | 2387 | 0.462 | 0.00370 | 3180 | 416
## registers in the layout, indices dropped and copies added, names as in the netlist, 12 cells and up
name and cells:
pos_x_2 12, column_counter 12, pos_y_1 12, pos_y_2 12, vdat_bars_d1 20, square_1_o 20
pos_x_1 12, out_color 20, line_counter 12, vid_d1 20
## cells in the final DEF (no fill, tap or decap), drive strengths merged, types with 10 or more instances in the layout
cell type and count:
nand2b 32, or3 16, inv 119, clkbuf 31
nor2 106, clkinv 11, xnor2 81, nor3b 10
a21oi 112, xor2 42, buf 14, nand3 59
nand2 119, clkdlybuf4s50 89, a21o 35, a211oi 22
o211ai 21, nor2b 33, edfxtp 213, a31oi 24
ha 208, nor3 61, mux2i 19, or2 20
o21ai 100, and3 31, o21a 21, o31ai 11
and2 13, nor4 23, fa 14
## final cells by class
class / instances / area [um^2] / share of cell area
Tap cell: 539 / 674 / 0.0349
Timing Repair Buffer: 103 / 1010 / 0.0524
Multi-Input combinational cell: 1363 / 9910 / 0.512
Inverter: 119 / 447 / 0.0231
Sequential cell: 213 / 6400 / 0.331
Clock buffer: 31 / 691 / 0.0357
Clock inverter: 19 / 208 / 0.0107
## routing by layer
metal / track usage / vias to the layer above / routed length, um
li1: - / 6722 / -
met1: 0.296 / 6127 / 18600
met2: 0.313 / 300 / 18900
met3: 0.0351 / 44 / 2180
met4: 0.0286 / 0 / 595
met5: 0 / - / 0
Power is estimated from default activity; no workload was simulated.
